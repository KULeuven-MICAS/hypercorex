**./run.sh**
```bash
#!/bin/bash
# OpenROAD 26Q1-2900-gdf79404cd8, Yosys 0.63+post, stock flow scripts
make -C /OpenROAD-flow-scripts/flow DESIGN_CONFIG=/design/flow/config.mk WORK_HOME=/design/flow/orfs finish
```
**./design.v**
```verilog
package csr_addr_pkg;
  localparam logic [31:0] CORE_SET_REG_ADDR               = 32'd0;
  localparam logic [ 4:0] CORE_SET_START_CORE_BIT_ADDR    = 5'd0;
  localparam logic [ 4:0] CORE_SET_BUSY_BIT_ADDR          = 5'd1;
  localparam logic [ 4:0] CORE_SET_SEQ_TEST_BIT_ADDR      = 5'd2;
  localparam logic [ 4:0] CORE_SET_IMA_MUX_BIT_ADDR       = 5'd3;
  localparam logic [ 4:0] CORE_SET_IMB_MUX_BIT_ADDR       = 5'd5;
  localparam logic [ 4:0] CORE_SET_CORE_CLR_BIT_ADDR      = 5'd6;
  localparam logic [ 4:0] CORE_SET_CORE_FIFO_CLR_BIT_ADDR = 5'd7;
  localparam logic [ 4:0] CORE_SET_CORE_REGS_CLR_BIT_ADDR = 5'd8;
  localparam logic [ 4:0] CORE_SET_CORE_DSLC_CLR_BIT_ADDR = 5'd9;
  localparam logic [31:0] AM_NUM_PREDICT_REG_ADDR         = 32'd1;
  localparam logic [31:0] AM_PREDICT_REG_ADDR             = 32'd2;
  localparam logic [ 4:0] AM_PREDICT_BIT_ADDR             = 5'd0;
  localparam logic [ 4:0] AM_PREDICT_VALID_BIT_ADDR       = 5'd8;
  localparam logic [31:0] INST_CTRL_REG_ADDR              = 32'd3;
  localparam logic [ 4:0] INST_CTRL_WRITE_MODE_BIT_ADDR   = 5'd0;
  localparam logic [ 4:0] INST_CTRL_DBG_MODE_BIT_ADDR     = 5'd1;
  localparam logic [ 4:0] INST_CTRL_INST_CLR_BIT_ADDR     = 5'd2;
  localparam logic [31:0] INST_WRITE_ADDR_REG_ADDR        = 32'd4;
  localparam logic [31:0] INST_WRITE_DATA_REG_ADDR        = 32'd5;
  localparam logic [31:0] INST_RDDBG_ADDR_REG_ADDR        = 32'd6;
  localparam logic [31:0] INST_PC_ADDR_REG_ADDR           = 32'd7;
  localparam logic [31:0] INST_INST_AT_ADDR_ADDR_REG_ADDR = 32'd8;
  localparam logic [31:0] INST_LOOP_CTRL_REG_ADDR         = 32'd9;
  localparam logic [ 4:0] INST_LOOP_CTRL_MODE_BIT_ADDR    = 5'd0;
  localparam logic [ 4:0] INST_LOOP_HDIM_SEL_BIT_ADDR     = 5'd3;
  localparam logic [ 4:0] INST_LOOP_CTRL_HVDIM_EXTEND_COUNT = 5'd5;
  localparam logic [31:0] INST_LOOP_JUMP_ADDR_REG_ADDR    = 32'd10;
  localparam logic [ 4:0] INST_LOOP_JUMP_ADDR1_BIT_ADDR   = 5'd0;
  localparam logic [ 4:0] INST_LOOP_JUMP_ADDR2_BIT_ADDR   = 5'd8;
  localparam logic [ 4:0] INST_LOOP_JUMP_ADDR3_BIT_ADDR   = 5'd16;
  localparam logic [31:0] INST_LOOP_END_ADDR_REG_ADDR     = 32'd11;
  localparam logic [ 4:0] INST_LOOP_END_ADDR1_BIT_ADDR    = 5'd0;
  localparam logic [ 4:0] INST_LOOP_END_ADDR2_BIT_ADDR    = 5'd8;
  localparam logic [ 4:0] INST_LOOP_END_ADDR3_BIT_ADDR    = 5'd16;
  localparam logic [31:0] INST_LOOP_COUNT1_REG_ADDR        = 32'd12;
  localparam logic [ 4:0] INST_LOOP_COUNT1_ADDR1_BIT_ADDR  = 5'd0;
  localparam logic [ 4:0] INST_LOOP_COUNT1_ADDR2_BIT_ADDR  = 5'd16;
  localparam logic [31:0] INST_LOOP_COUNT2_REG_ADDR        = 32'd13;
  localparam logic [ 4:0] INST_LOOP_COUNT2_ADDR1_BIT_ADDR  = 5'd0;
  localparam logic [ 4:0] INST_LOOP_COUNT2_ADDR2_BIT_ADDR  = 5'd16;
  localparam logic [31:0] DATA_SRC_CTRL_REG_ADDR          = 32'd14;
  localparam logic [ 4:0] DATA_SLICE_MODE_A_BIT_ADDR      = 5'd0;
  localparam logic [ 4:0] DATA_SLICE_MODE_B_BIT_ADDR      = 5'd2;
  localparam logic [ 4:0] DATA_SRC_SEL_BIT_ADDR           = 5'd4;
  localparam logic [31:0] DATA_SLICE_NUM_ELEM_A_REG_ADDR  = 32'd15;
  localparam logic [31:0] DATA_SLICE_NUM_ELEM_B_REG_ADDR  = 32'd16;
  localparam logic [31:0] DATA_SRC_AUTO_START_A_REG_ADDR  = 32'd17;
  localparam logic [31:0] DATA_SRC_AUTO_START_B_REG_ADDR  = 32'd18;
  localparam logic [31:0] DATA_SRC_AUTO_NUM_A_REG_ADDR    = 32'd19;
  localparam logic [31:0] DATA_SRC_AUTO_NUM_B_REG_ADDR    = 32'd20;
  localparam logic [31:0] OBSERVABLE_REG_DATA             = 32'd21;
endpackage
package hypercorex_inst_pkg;
  localparam logic [31:0] IMA_REG                 = 32'b??????????????????001_000_??_??_??_??;
  localparam logic [31:0] IMB_REG                 = 32'b??????????????????010_000_??_??_??_??;
  localparam logic [31:0] IMAB_BIND_REG           = 32'b??????????????????011_000_??_??_??_??;
  localparam logic [31:0] IMA_PERM_R_REG          = 32'b??????????????????100_000_??_??_??_??;
  localparam logic [31:0] IMA_PERM_L_REG          = 32'b??????????????????101_000_??_??_??_??;
  localparam logic [31:0] IMA_REGB_BIND_REG        = 32'b??????????????????001_001_??_??_??_??;
  localparam logic [31:0] IMB_REGA_BIND_REG        = 32'b??????????????????010_001_??_??_??_??;
  localparam logic [31:0] IMA_PERM_R_REGB_BIND_REG = 32'b??????????????????011_001_??_??_??_??;
  localparam logic [31:0] IMA_BUNDA               = 32'b?????????????????0001_010_??_??_??_??;
  localparam logic [31:0] IMA_BUNDB               = 32'b?????????????????0010_010_??_??_??_??;
  localparam logic [31:0] IMAB_BIND_BUNDA         = 32'b?????????????????0011_010_??_??_??_??;
  localparam logic [31:0] IMAB_BIND_BUNDB         = 32'b?????????????????0100_010_??_??_??_??;
  localparam logic [31:0] IMA_PERM_R_BUNDA        = 32'b?????????????????0101_010_??_??_??_??;
  localparam logic [31:0] IMA_PERM_R_BUNDB        = 32'b?????????????????0110_010_??_??_??_??;
  localparam logic [31:0] IMA_PERM_L_BUNDA        = 32'b?????????????????0111_010_??_??_??_??;
  localparam logic [31:0] IMA_PERM_L_BUNDB        = 32'b?????????????????1000_010_??_??_??_??;
  localparam logic [31:0] REGAB_BIND_REG          = 32'b??????????????????001_011_??_??_??_??;
  localparam logic [31:0] REGA_PERM_R_REG         = 32'b??????????????????010_011_??_??_??_??;
  localparam logic [31:0] REGA_PERM_L_REG         = 32'b??????????????????011_011_??_??_??_??;
  localparam logic [31:0] MV_REG                  = 32'b??????????????????100_011_??_??_??_??;
  localparam logic [31:0] REGAB_BIND_BUNDA        = 32'b????????????????00001_100_??_??_??_??;
  localparam logic [31:0] REGAB_BIND_BUNDB        = 32'b????????????????00010_100_??_??_??_??;
  localparam logic [31:0] REGA_PERM_R_BUNDA       = 32'b????????????????00011_100_??_??_??_??;
  localparam logic [31:0] REGA_PERM_R_BUNDB       = 32'b????????????????00100_100_??_??_??_??;
  localparam logic [31:0] REGA_PERM_L_BUNDA       = 32'b????????????????00101_100_??_??_??_??;
  localparam logic [31:0] REGA_PERM_L_BUNDB       = 32'b????????????????00110_100_??_??_??_??;
  localparam logic [31:0] REGA_BUNDA_BIND_REG     = 32'b????????????????00111_100_??_??_??_??;
  localparam logic [31:0] REGA_BUNDB_BIND_REG     = 32'b????????????????01000_100_??_??_??_??;
  localparam logic [31:0] BUNDA_PERM_R_REG        = 32'b????????????????01001_100_??_??_??_??;
  localparam logic [31:0] BUNDB_PERM_R_REG        = 32'b????????????????01010_100_??_??_??_??;
  localparam logic [31:0] BUNDA_PERM_L_REG        = 32'b????????????????01011_100_??_??_??_??;
  localparam logic [31:0] BUNDB_PERM_L_REG        = 32'b????????????????01100_100_??_??_??_??;
  localparam logic [31:0] MV_BUNDA_REG            = 32'b????????????????01101_100_??_??_??_??;
  localparam logic [31:0] MV_BUNDB_REG            = 32'b????????????????01110_100_??_??_??_??;
  localparam logic [31:0] MV_REG_BUNDA            = 32'b????????????????01111_100_??_??_??_??;
  localparam logic [31:0] MV_REG_BUNDB            = 32'b????????????????10000_100_??_??_??_??;
  localparam logic [31:0] MV_BUNDA_BUNDB          = 32'b?????????????????0001_101_??_??_??_??;
  localparam logic [31:0] MV_BUNDB_BUNDA          = 32'b?????????????????0010_101_??_??_??_??;
  localparam logic [31:0] CLR_BUNDA               = 32'b?????????????????0011_101_??_??_??_??;
  localparam logic [31:0] CLR_BUNDB               = 32'b?????????????????0100_101_??_??_??_??;
  localparam logic [31:0] MV_REG_QHV              = 32'b?????????????????0001_110_??_??_??_??;
  localparam logic [31:0] MV_BUNDA_QHV            = 32'b?????????????????0010_110_??_??_??_??;
  localparam logic [31:0] MV_BUNDB_QHV            = 32'b?????????????????0011_110_??_??_??_??;
  localparam logic [31:0] CLR_QHV                 = 32'b?????????????????0100_110_??_??_??_??;
  localparam logic [31:0] AM_SEARCH               = 32'b?????????????????0001_111_??_??_??_??;
  localparam logic [31:0] AM_LOAD                 = 32'b?????????????????0010_111_??_??_??_??;
endpackage
module ham_dist #(
  parameter int unsigned HVDimension = 512,
  parameter int unsigned DataWidth   = 32
)(
  input  logic [HVDimension-1:0] A_i,
  input  logic [HVDimension-1:0] B_i,
  output logic [  DataWidth-1:0] hamming_dist_o
);
  logic [HVDimension-1:0] xor_vector;
  assign xor_vector = A_i ^ B_i;
  always_comb begin
    hamming_dist_o = {HVDimension{1'b0}};
    for (int i = 0; i < HVDimension; i++) begin
        hamming_dist_o = hamming_dist_o + xor_vector[i];
    end
  end
endmodule
```
**./constraint.sdc**
```tcl
current_design ham_dist

set clk_period 15.2
set clk_io_pct 0.2

create_clock -name clk0 -period $clk_period

set non_clock_inputs [all_inputs -no_clocks]
set_input_delay [expr $clk_period * $clk_io_pct] -clock clk0 $non_clock_inputs
set_output_delay [expr $clk_period * $clk_io_pct] -clock clk0 [all_outputs]
```
**./config.mk**
```make
export PLATFORM = sky130hd
export DESIGN_NAME = ham_dist
export DESIGN_NICKNAME = ham_dist
export VERILOG_FILES = /design/flow/design.v
export SDC_FILE = /design/flow/constraint.sdc
export NUM_CORES = 4
export LEC_CHECK = 1
export CORE_AREA = 10 10 423 423
export DIE_AREA = 0 0 433 433
```
==> changes_impl.md <==
### Physical design

- TNS Setup: -16.89 ps
- Remaining global-route overflow: 0
- Floorplan die area: 187500 um2
- Top cell type by instance count after synthesis: sky130_fd_sc_hd__fa_1
- Pin slew with the least headroom to its limit: about 850 ps
- Antenna violations before repair: slightly below 200
- Number of distinct library cells after synthesis: 24
- Dominant delay contributor by cell family on the critical path: adder cells
- Wirelength per Cell: roughly 28 um
- Syn Std Cell Area: approximately 17000 um2
- Area contributors post-synth: sky130_fd_sc_hd__fa_1 57%, sky130_fd_sc_hd__xor2_1 15%, sky130_fd_sc_hd__xnor2_1 11%, sky130_fd_sc_hd__inv_1 10%, sky130_fd_sc_hd__ha_1 4.7%
- Run status: complete, but fails checks
- Number of iterations in the first detailed-routing pass: 6
- Max-slew headroom at the worst pin: between 40 and 50%
- Hold Vio Cnt, Final: 0
- Register share after synthesis: 0%
- Max stage delay cell, worst path: sky130_fd_sc_hd__fa_1
- Part of the cycle the worst path needs: 100.1%
- Post-route minimum period: 15220 ps
- # hold bufs at CTS: 0
- Count of unresolved DRC violations after routing: 0
- Number of warnings issued by yosys: 47
- Maximum number of pins on one net before global-route repair: 6
- Via total after detailed routing: 14880
- Worst Hold Class: in -> out
- Sum of buffers and inverters on the critical path: 9
- Multi-input combinational cell area: 16620 um2
- Library cell with the largest summed area after synthesis: sky130_fd_sc_hd__fa_1
- Total Wirelength: about 140000 um
- Total area of sequential cells: 0 um2
- Crit-path most repeated cell: sky130_fd_sc_hd__fa_1
- Worst hold slack: 7330 ps
- Routed Antenna Nets: 0
- Total setup violations reported at the end of the flow: 1
- Crit path kind: in -> out
- Data arrival time at the worst-slack endpoint: 12180 ps
- # rows: 151
- Max cap viols: 0
- WP data required: 12160 ps
- Count of tool warnings: 34
- Final Max Slew Viols: 0
- Number of global-route vias before repair: about 17000
- Area growth syn-to-layout: 83.00%
- Initial Util: between 10 and 15%
- Proportion of netlist area held by the largest area contributor: between 50% and 60%
- Endpoint kind of the worst setup timing path: output port
- Clock buffer count in the final layout: 0
- Logic depth of the worst path, buffers included: 30
- Last weighted congestion value of the routability-driven placer: between 0.9 and 1
- Startpoint types: primary input
- Area figure in the yosys stat output: 17410 um2
- Delay of the slowest cell on the worst path: around 640 ps
- Yosys stat cell total: ~1600
- Tally of filler cells in the layout: about 19000
- Setup repair after global routing missed its margin: yes
- Proportion of layout cells with a drive suffix above 1: about 15%
- Highest clock frequency the design can meet: between 60 and 70 MHz
- Number of input and output port buffers inserted: just over 1000
- Violations in the final reports: negative setup slack
- Top cell types by occurrence after synthesis: 495 x sky130_fd_sc_hd__fa_1, 481 x sky130_fd_sc_hd__inv_1, 290 x sky130_fd_sc_hd__xor2_1
- Dpl ws: -713.9 ps
- GRT Total Usage: 14.56%
- Initial DRC count: roughly 400
- Sequential cell count: 0
- Critical path fanouts, max: 2
- I/O pin count: approximately 1100
- Area of the core: about 170000 um2
- Global-route wire length before repair: 171000 um
- Final HPWL from detailed placement: between 100000 and 150000 um
- Last element of the critical path: hamming_dist_o[8]
- Average size of a mapped cell: between 10 and 15 um2
- Post-DR vias/cell: around 3
- Vertical die size: 433 um
- Overall die width: ~430 um
- Post-Syn Instances: ~1600
- Minimum setup slack in the final design: -16.89 ps
- Launch point of the critical path: B_i[95]
[area by class of cell]
class	count	area share (%)
inverters	481	5.668
repair buffers	1092	33.05
well taps	2218	8.713
diodes	48	0.3771
multi-input cells	1126	52.19
[worst min path at each step]
stage,startpoint,endpoint,slack (ps),depth (start not counted)
after CTS,B_i[2],hamming_dist_o[0],7350,4
after global routing,B_i[2],hamming_dist_o[0],7370,4
final,B_i[2],hamming_dist_o[0],7330,4
[timing repair]
item	in CTS	in global routing
pin swaps	256	108
endpoints found under the setup margin	9	8
cloned	0	0
resized	596	197
endpoints found under the hold margin	0	0
buffers inserted	2	3
[routing by layer]
metal / share of wire [%] / up-vias / track usage [%]
met2: 49 / 781 / 24.40
met5: 0.73 / - / 0.7682
met3: 15 / 290 / 10.17
li1: - / 6588 / -
met1: 33 / 7067 / 14.98
met4: 2.1 / 158 / 2.472
[cell usage in the layout (no fill, tap or decap), types with 2 or more instances in the layout]
master and count:
sky130_fd_sc_hd__buf_2 34, sky130_fd_sc_hd__clkdlybuf4s15_1 35, sky130_fd_sc_hd__inv_1 410, sky130_fd_sc_hd__conb_1 22, sky130_fd_sc_hd__clkbuf_2 31, sky130_fd_sc_hd__clkbuf_16 2, sky130_fd_sc_hd__diode_2 48, sky130_fd_sc_hd__xor2_1 235
sky130_fd_sc_hd__inv_2 71, sky130_fd_sc_hd__xnor2_2 58, sky130_fd_sc_hd__dlygate4sd2_1 141, sky130_fd_sc_hd__buf_4 54, sky130_fd_sc_hd__ha_1 63, sky130_fd_sc_hd__xnor2_1 170, sky130_fd_sc_hd__a21o_1 2, sky130_fd_sc_hd__o21ai_0 2
sky130_fd_sc_hd__buf_12 10, sky130_fd_sc_hd__xor2_2 54, sky130_fd_sc_hd__dlymetal6s2s_1 37, sky130_fd_sc_hd__clkdlybuf4s15_2 8, sky130_fd_sc_hd__buf_6 3, sky130_fd_sc_hd__a21oi_1 3, sky130_fd_sc_hd__fa_2 75, sky130_fd_sc_hd__o21ai_2 3
sky130_fd_sc_hd__clkdlybuf4s50_1 736, sky130_fd_sc_hd__fa_1 420, sky130_fd_sc_hd__ha_4 2
[stage by stage]
step / cell area, um2 / utilization (%) / instances
after floorplan: 17480 / - / 1629
after global placement: 31050 / 18.32 / 4922
after detailed placement: 31050 / 18.32 / 4922
after CTS: 31500 / 18.59 / 4918
after global routing: 31780 / 18.75 / 4937
final: 31850 / 18.79 / 4965
[kinds of logic after synthesis]
group / share of synthesized area, %
AND/OR/NAND/NOR: 0.2445
XOR/XNOR: 26.07
buffers and inverters: 11.32
other: 0.02154
AND-OR/OR-AND: 0.6686
adder cells (fa/ha/maj): 61.68
