===== flow/design.v =====
package csr_addr_pkg;
  localparam logic [31:0] CORE_SET_REG_ADDR               = 32'd0;
  localparam logic [ 4:0] CORE_SET_START_CORE_BIT_ADDR    = 5'd0;
  localparam logic [ 4:0] CORE_SET_BUSY_BIT_ADDR          = 5'd1;
  localparam logic [ 4:0] CORE_SET_SEQ_TEST_BIT_ADDR      = 5'd2;
  localparam logic [ 4:0] CORE_SET_IMA_MUX_BIT_ADDR       = 5'd3;
  localparam logic [ 4:0] CORE_SET_IMB_MUX_BIT_ADDR       = 5'd5;
  localparam logic [ 4:0] CORE_SET_CORE_CLR_BIT_ADDR      = 5'd6;
  localparam logic [ 4:0] CORE_SET_CORE_FIFO_CLR_BIT_ADDR = 5'd7;
  localparam logic [ 4:0] CORE_SET_CORE_REGS_CLR_BIT_ADDR = 5'd8;
  localparam logic [ 4:0] CORE_SET_CORE_DSLC_CLR_BIT_ADDR = 5'd9;
  localparam logic [31:0] AM_NUM_PREDICT_REG_ADDR         = 32'd1;
  localparam logic [31:0] AM_PREDICT_REG_ADDR             = 32'd2;
  localparam logic [ 4:0] AM_PREDICT_BIT_ADDR             = 5'd0;
  localparam logic [ 4:0] AM_PREDICT_VALID_BIT_ADDR       = 5'd8;
  localparam logic [31:0] INST_CTRL_REG_ADDR              = 32'd3;
  localparam logic [ 4:0] INST_CTRL_WRITE_MODE_BIT_ADDR   = 5'd0;
  localparam logic [ 4:0] INST_CTRL_DBG_MODE_BIT_ADDR     = 5'd1;
  localparam logic [ 4:0] INST_CTRL_INST_CLR_BIT_ADDR     = 5'd2;
  localparam logic [31:0] INST_WRITE_ADDR_REG_ADDR        = 32'd4;
  localparam logic [31:0] INST_WRITE_DATA_REG_ADDR        = 32'd5;
  localparam logic [31:0] INST_RDDBG_ADDR_REG_ADDR        = 32'd6;
  localparam logic [31:0] INST_PC_ADDR_REG_ADDR           = 32'd7;
  localparam logic [31:0] INST_INST_AT_ADDR_ADDR_REG_ADDR = 32'd8;
  localparam logic [31:0] INST_LOOP_CTRL_REG_ADDR         = 32'd9;
  localparam logic [ 4:0] INST_LOOP_CTRL_MODE_BIT_ADDR    = 5'd0;
  localparam logic [ 4:0] INST_LOOP_HDIM_SEL_BIT_ADDR     = 5'd3;
  localparam logic [ 4:0] INST_LOOP_CTRL_HVDIM_EXTEND_COUNT = 5'd5;
  localparam logic [31:0] INST_LOOP_JUMP_ADDR_REG_ADDR    = 32'd10;
  localparam logic [ 4:0] INST_LOOP_JUMP_ADDR1_BIT_ADDR   = 5'd0;
  localparam logic [ 4:0] INST_LOOP_JUMP_ADDR2_BIT_ADDR   = 5'd8;
  localparam logic [ 4:0] INST_LOOP_JUMP_ADDR3_BIT_ADDR   = 5'd16;
  localparam logic [31:0] INST_LOOP_END_ADDR_REG_ADDR     = 32'd11;
  localparam logic [ 4:0] INST_LOOP_END_ADDR1_BIT_ADDR    = 5'd0;
  localparam logic [ 4:0] INST_LOOP_END_ADDR2_BIT_ADDR    = 5'd8;
  localparam logic [ 4:0] INST_LOOP_END_ADDR3_BIT_ADDR    = 5'd16;
  localparam logic [31:0] INST_LOOP_COUNT1_REG_ADDR        = 32'd12;
  localparam logic [ 4:0] INST_LOOP_COUNT1_ADDR1_BIT_ADDR  = 5'd0;
  localparam logic [ 4:0] INST_LOOP_COUNT1_ADDR2_BIT_ADDR  = 5'd16;
  localparam logic [31:0] INST_LOOP_COUNT2_REG_ADDR        = 32'd13;
  localparam logic [ 4:0] INST_LOOP_COUNT2_ADDR1_BIT_ADDR  = 5'd0;
  localparam logic [ 4:0] INST_LOOP_COUNT2_ADDR2_BIT_ADDR  = 5'd16;
  localparam logic [31:0] DATA_SRC_CTRL_REG_ADDR          = 32'd14;
  localparam logic [ 4:0] DATA_SLICE_MODE_A_BIT_ADDR      = 5'd0;
  localparam logic [ 4:0] DATA_SLICE_MODE_B_BIT_ADDR      = 5'd2;
  localparam logic [ 4:0] DATA_SRC_SEL_BIT_ADDR           = 5'd4;
  localparam logic [31:0] DATA_SLICE_NUM_ELEM_A_REG_ADDR  = 32'd15;
  localparam logic [31:0] DATA_SLICE_NUM_ELEM_B_REG_ADDR  = 32'd16;
  localparam logic [31:0] DATA_SRC_AUTO_START_A_REG_ADDR  = 32'd17;
  localparam logic [31:0] DATA_SRC_AUTO_START_B_REG_ADDR  = 32'd18;
  localparam logic [31:0] DATA_SRC_AUTO_NUM_A_REG_ADDR    = 32'd19;
  localparam logic [31:0] DATA_SRC_AUTO_NUM_B_REG_ADDR    = 32'd20;
  localparam logic [31:0] OBSERVABLE_REG_DATA             = 32'd21;
endpackage
package hypercorex_inst_pkg;
  localparam logic [31:0] IMA_REG                 = 32'b??????????????????001_000_??_??_??_??;
  localparam logic [31:0] IMB_REG                 = 32'b??????????????????010_000_??_??_??_??;
  localparam logic [31:0] IMAB_BIND_REG           = 32'b??????????????????011_000_??_??_??_??;
  localparam logic [31:0] IMA_PERM_R_REG          = 32'b??????????????????100_000_??_??_??_??;
  localparam logic [31:0] IMA_PERM_L_REG          = 32'b??????????????????101_000_??_??_??_??;
  localparam logic [31:0] IMA_REGB_BIND_REG        = 32'b??????????????????001_001_??_??_??_??;
  localparam logic [31:0] IMB_REGA_BIND_REG        = 32'b??????????????????010_001_??_??_??_??;
  localparam logic [31:0] IMA_PERM_R_REGB_BIND_REG = 32'b??????????????????011_001_??_??_??_??;
  localparam logic [31:0] IMA_BUNDA               = 32'b?????????????????0001_010_??_??_??_??;
  localparam logic [31:0] IMA_BUNDB               = 32'b?????????????????0010_010_??_??_??_??;
  localparam logic [31:0] IMAB_BIND_BUNDA         = 32'b?????????????????0011_010_??_??_??_??;
  localparam logic [31:0] IMAB_BIND_BUNDB         = 32'b?????????????????0100_010_??_??_??_??;
  localparam logic [31:0] IMA_PERM_R_BUNDA        = 32'b?????????????????0101_010_??_??_??_??;
  localparam logic [31:0] IMA_PERM_R_BUNDB        = 32'b?????????????????0110_010_??_??_??_??;
  localparam logic [31:0] IMA_PERM_L_BUNDA        = 32'b?????????????????0111_010_??_??_??_??;
  localparam logic [31:0] IMA_PERM_L_BUNDB        = 32'b?????????????????1000_010_??_??_??_??;
  localparam logic [31:0] REGAB_BIND_REG          = 32'b??????????????????001_011_??_??_??_??;
  localparam logic [31:0] REGA_PERM_R_REG         = 32'b??????????????????010_011_??_??_??_??;
  localparam logic [31:0] REGA_PERM_L_REG         = 32'b??????????????????011_011_??_??_??_??;
  localparam logic [31:0] MV_REG                  = 32'b??????????????????100_011_??_??_??_??;
  localparam logic [31:0] REGAB_BIND_BUNDA        = 32'b????????????????00001_100_??_??_??_??;
  localparam logic [31:0] REGAB_BIND_BUNDB        = 32'b????????????????00010_100_??_??_??_??;
  localparam logic [31:0] REGA_PERM_R_BUNDA       = 32'b????????????????00011_100_??_??_??_??;
  localparam logic [31:0] REGA_PERM_R_BUNDB       = 32'b????????????????00100_100_??_??_??_??;
  localparam logic [31:0] REGA_PERM_L_BUNDA       = 32'b????????????????00101_100_??_??_??_??;
  localparam logic [31:0] REGA_PERM_L_BUNDB       = 32'b????????????????00110_100_??_??_??_??;
  localparam logic [31:0] REGA_BUNDA_BIND_REG     = 32'b????????????????00111_100_??_??_??_??;
  localparam logic [31:0] REGA_BUNDB_BIND_REG     = 32'b????????????????01000_100_??_??_??_??;
  localparam logic [31:0] BUNDA_PERM_R_REG        = 32'b????????????????01001_100_??_??_??_??;
  localparam logic [31:0] BUNDB_PERM_R_REG        = 32'b????????????????01010_100_??_??_??_??;
  localparam logic [31:0] BUNDA_PERM_L_REG        = 32'b????????????????01011_100_??_??_??_??;
  localparam logic [31:0] BUNDB_PERM_L_REG        = 32'b????????????????01100_100_??_??_??_??;
  localparam logic [31:0] MV_BUNDA_REG            = 32'b????????????????01101_100_??_??_??_??;
  localparam logic [31:0] MV_BUNDB_REG            = 32'b????????????????01110_100_??_??_??_??;
  localparam logic [31:0] MV_REG_BUNDA            = 32'b????????????????01111_100_??_??_??_??;
  localparam logic [31:0] MV_REG_BUNDB            = 32'b????????????????10000_100_??_??_??_??;
  localparam logic [31:0] MV_BUNDA_BUNDB          = 32'b?????????????????0001_101_??_??_??_??;
  localparam logic [31:0] MV_BUNDB_BUNDA          = 32'b?????????????????0010_101_??_??_??_??;
  localparam logic [31:0] CLR_BUNDA               = 32'b?????????????????0011_101_??_??_??_??;
  localparam logic [31:0] CLR_BUNDB               = 32'b?????????????????0100_101_??_??_??_??;
  localparam logic [31:0] MV_REG_QHV              = 32'b?????????????????0001_110_??_??_??_??;
  localparam logic [31:0] MV_BUNDA_QHV            = 32'b?????????????????0010_110_??_??_??_??;
  localparam logic [31:0] MV_BUNDB_QHV            = 32'b?????????????????0011_110_??_??_??_??;
  localparam logic [31:0] CLR_QHV                 = 32'b?????????????????0100_110_??_??_??_??;
  localparam logic [31:0] AM_SEARCH               = 32'b?????????????????0001_111_??_??_??_??;
  localparam logic [31:0] AM_LOAD                 = 32'b?????????????????0010_111_??_??_??_??;
endpackage
module sram_memory #(
  parameter int unsigned NumWords       = 256,
  parameter int unsigned DataWidth      = 32,
  parameter int unsigned ByteWidth      = 8,
  parameter int unsigned Latency        = 1,
  parameter int unsigned AddrWidth      = $clog2(NumWords),
  parameter int unsigned AddrByteWidth  = DataWidth / ByteWidth
)(
  input  logic                     clk_i,
  input  logic                     rst_ni,
  input  logic                     req_i,
  input  logic                     w_en_i,
  input  logic [    AddrWidth-1:0] addr_i,
  input  logic [    DataWidth-1:0] w_data_i,
  input  logic [AddrByteWidth-1:0] b_en_i,
  output logic [    DataWidth-1:0] r_data_o
);
  logic [DataWidth-1:0] memory [NumWords];
  always_ff @(posedge clk_i or negedge rst_ni) begin
    if (!rst_ni) begin
      for (int i = 0; i < NumWords; i++) begin
        memory[i] <= {DataWidth{1'b0}};
      end
    end else if (req_i) begin
      if (w_en_i) begin
        for (int i = 0; i < ByteWidth; i++) begin
          if (b_en_i[i]) begin
            memory[addr_i][(i*8)+:8] <= w_data_i[(i*8)+:8];
          end
        end
      end
    end
  end
  if(Latency > 0) begin: gen_sram_memory_latency
    logic [DataWidth-1:0] r_data_reg;
    always_ff @(posedge clk_i or negedge rst_ni) begin
      if (!rst_ni) begin
        r_data_reg <= {DataWidth{1'b0}};
      end else if (req_i) begin
        r_data_reg <= memory[addr_i];
      end
    end
    assign r_data_o = r_data_reg;
  end else begin: gen_sram_memory_no_latency
    assign r_data_o = memory[addr_i];
  end
endmodule

===== flow/run.sh =====
#!/bin/bash
# OpenROAD 26Q1-2900-gdf79404cd8, Yosys 0.63+post, stock flow scripts
make -C /OpenROAD-flow-scripts/flow DESIGN_CONFIG=/design/flow/config.mk WORK_HOME=/design/flow/orfs finish

===== flow/config.mk =====
export PLATFORM = sky130hd
export DESIGN_NAME = sram_memory
export DESIGN_NICKNAME = sram_memory
export VERILOG_FILES = /design/flow/design.v
export SDC_FILE = /design/flow/constraint.sdc
export NUM_CORES = 4
export LEC_CHECK = 1
export CORE_UTILIZATION = 30

===== flow/constraint.sdc =====
current_design sram_memory

set clk_period 2.4
set clk_io_pct 0.2

create_clock -name clk0 -period $clk_period [get_ports {clk_i}]

set non_clock_inputs [all_inputs -no_clocks]
set_input_delay [expr $clk_period * $clk_io_pct] -clock clk0 $non_clock_inputs
set_output_delay [expr $clk_period * $clk_io_pct] -clock clk0 [all_outputs]

==> impl_metrics.py <==
# Physical implementation metrics
metrics = {
    "synth": {
        "synth_area_mm2": 0.359,
        "ys_seq_frac": 0.573,
        "ys_cells": 26736,
        "syn_area_per_cell_um2": 13.4,
        "ys_warn_count": 2104,
        "synth_cell_types": 67,
        "ys_area_mm2": 0.359,
        "flop_cell": "dfrtp_1",
        "numSynthFlops": 8224,
        "async_reset_ff_frac": 1.00,
        "syn_inst": 26736,
        "edf_count": 0,
    },
    "status": {
        "status": "finished, violations left",
        "violations": "setup timing",
    },
    "cells_and_area": {
        "largest_reg_flops": 8192,
        "syn_to_final_growth_pct": 30.8,
        "final_layout_size_suffix_gt1_frac": 0.498,
        "postLayoutCoreUtil": 0.394,
        "final_cell_mix": "dfrtp_1 (8,196), mux2_2 (7,596), buf_4 (3,336)",
        "layout_top_cell": "dfrtp_1",
    },
    "route": {
        "drtAntennaViolNets": 0,
        "drt_iter0_markers": 25257,
        "drt-total-wl_mm": 1930,
        "firstDrtPassIters": 7,
        "drc": 0,
        "detail_route.wl_per_cell_um": 40.6,
        "num_vias": 274069,
        "viasPerCell": 5.77,
    },
    "power_and_ir_drop": {
        "p_leak_uw": 0.220,
        "vdd_drop_max_uv": 702,
        "clockPowerShare": 0.476,
        "switching_power_uw": 74400,
        "power_frac_comb": 0.056,
        "cellPowerDensity_mw_per_mm2": 650,
        "swShare": 0.244,
        "p_total_uw": 305000,
        "p_int_uw": 231000,
        "pwr-share-seq": 0.468,
    },
    "global_routing": {
        "grt_pass1_wl_mm": 2560,
        "grt_start_max_net_pins": 123,
        "overflow": 0,
        "grt_pass1_vias": 275381,
        "grtUsageTotal": 0.329,
        "antenna_found_initial": 231,
    },
    "timing": {
        "max_slew.worst_pin.slew_ns": 1.41,
        "finalCriticalPeriod_ns": 3.28,
        "hold_viol_final": 0,
        "max_freq_ghz": 0.304,
        "drv_slew": 0,
        "relSlewSlack": 0.0578,
        "fin_ws_ns": -0.885,
        "fin_skew_ns": 0.0804,
        "rsz0062_at_grt": "true",
        "setup_viol": 334,
        "fin_crit_sh": 1.37,
    },
    "setup_path": {
        "r2r-start": "memory[253][1]",
        "crit_path_frequent_cell": "buf_4",
        "cp-end-kind": "flip-flop",
        "cp_max_fo": 2,
        "cp.required_ns": 3.42,
        "slowest_stage": "a222oi_1",
        "crit_path_max_incr_delay_ns": 1.09,
        "start_kind": "flip-flop",
        "path_class": "flip-flop to flip-flop",
        "worstPathArrival_ns": 4.31,
        "worstSetupStartpoint": "memory[253][1]",
        "crit_chain": "nand4_1 > o41ai_4 > a222oi_1 > buf_4 > nor2_4 > nor3_2 > buf_4 > nand3_4 > nor3_4 > a31oi_1",
    },
    "job": {
        "openroad.warnings": 114,
        "cap_violations": 0,
    },
    "place": {
        "portBuffers": 79,
        "gp_routability_congestion": 1.09,
        "preCtsSetupSlack_ns": -2.84,
        "hpwlAfterDp_mm": 1420,
    },
    "clocking": {
        "clkLatencyLatePin_ns": 1.19,
        "numCtsBuffers": 906,
        "cts.clk_slew.worst_paths_ns": 0.06,
        "cts_root_buffer": "clkbuf_16",
        "cts_sinks": 8224,
        "clockBufferDepth": 5,
        "cts_max_level": 6,
        "tritoncts": "yes",
    },
    "floorplanning": {
        "die_x_mm": 1.10,
        "row_count": 401,
        "initCoreUtil": 0.301,
        "die_y_mm": 1.10,
        "dieArea_mm2": 1.20,
        "core_area_mm2": 1.19,
        "pin_count": 80,
    },
    "min_path": {
        "hp-start": "req_i",
        "hold_path.class": "primary input to flip-flop",
    },
}
[synth_stat cells, types with 121 or more instances]
master        n  area share
a22oi_1    2683       0.056
buf_2       167      0.0023
and3_1      357      0.0062
nor2_1     1056       0.011
dfrtp_1    8224        0.57
nor4_1      240      0.0042
a21oi_1     361      0.0050
mux2_2     8132        0.25
nor3_1      156      0.0022
buf_1       197      0.0021
a2111oi_0   121      0.0030
clkbuf_1   1777       0.019
a221oi_1    206      0.0050
nand4_1     293      0.0051
o22ai_1     353      0.0061
a22o_1      504       0.012
a222oi_1    198      0.0055
nand2_1     708      0.0074
nand3_1     317      0.0044
[final cells by class]
cell class,instances,area (µm²)
antenna,175,438
clock buffer,1357,26900
clock inverter,293,3770
fill,108752,723000
inverter,36,135
multi-input combinational,16306,153000
sequential,8224,206000
tap,15918,19900
timing repair buffer,5162,59700
[worst max-delay path, delay by kind of cell, from the launching register on]
family | cells | cell delay, ns
and+or+nand+nor | 5 | 0.81
buffers and inverters | 2 | 0.48
AOI/OAI and AO/OA | 3 | 1.31
DFF | 1 | 0.51
[power groups by stage]
stage	Combinational, µW	Clock (µW)	Sequential, µW
4_1_cts	16700	147000	143000
5_1_grt	17800	152000	143000
6_report	17100	145000	143000
[worst paths after layout]
kind	endpoint	slack (ns)	cells past startpoint
max	gen_sram_memory_latency.r_data_reg[1]	-0.88	10
min	gen_sram_memory_latency.r_data_reg[16]	0.17	5
max reg2reg	gen_sram_memory_latency.r_data_reg[1]	-0.88	10
min reg2reg	memory[111][6]	0.49	1
max in group asynchronous	memory[176][21]	0.70	7
min in group asynchronous	memory[130][14]	0.20	4
[repair_timing]
item                                    in CTS  in global routing
pin swaps                                  217                162
hold buffers                                35                  0
gates resized                              843                319
setup buffers                              143                104
endpoints found under the setup margin    2812                458
hold endpoints to repair                  4475                  0
gates cloned                                 6                  4
[logic make-up after synthesis]
| group | after synthesis | share of synthesized area |
|---|---|---|
| AOI/OAI and AO/OA | 4793 | 0.101 |
| xor gates and xnor gates | 2 | 0.0000488 |
| buffers and inverters | 2206 | 0.0240 |
| DFF | 8224 | 0.573 |
| muxes | 8193 | 0.257 |
| and+or+nand+nor | 3318 | 0.0449 |
[metrics by stage]
| stage | hold slack (ns) | TNS (ns) | cells | cell area, µm² |
|---|---|---|---|---|
| 6_report | 0.174 | -39.79 | 47471 | 470000 |
| 3_3_place_gp | 0.469 | -9492.87 | 45376 | 431000 |
| 2_1_floorplan | 0.184 | -4350.50 | 26736 | 362000 |
| 5_1_grt | 0.203 | -34.25 | 47316 | 469000 |
| 4_1_cts | 0.131 | -24.32 | 47204 | 467000 |
| 3_5_place_dp | 0.475 | -9202.81 | 45379 | 431000 |
[metal layers]
layer | GRT usage | vias to the layer above | routed length, µm | part of all wire
li1 | - | 109185 | - | -
met1 | 0.394 | 145401 | 684000 | 0.36
met2 | 0.436 | 14748 | 779000 | 0.40
met3 | 0.202 | 4567 | 286000 | 0.15
met4 | 0.232 | 168 | 174000 | 0.090
met5 | 0.00787 | - | 2720 | 0.0014
Power figures rest on the tool's default switching activity, not on a simulated workload.
