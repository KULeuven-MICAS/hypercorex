**design/flow/run.sh**
```bash
#!/bin/bash
# OpenROAD 26Q1-2900-gdf79404cd8, Yosys 0.63+post, stock flow scripts
make -C /OpenROAD-flow-scripts/flow DESIGN_CONFIG=/design/flow/config.mk WORK_HOME=/design/flow/orfs finish
```
**design/flow/config.mk**
```make
export PLATFORM = sky130hd
export DESIGN_NAME = binary_compare
export DESIGN_NICKNAME = binary_compare
export VERILOG_FILES = /design/flow/design.v
export SDC_FILE = /design/flow/constraint.sdc
export NUM_CORES = 4
export LEC_CHECK = 1
export CORE_AREA = 10 10 324 324
export DIE_AREA = 0 0 334 334
```
**design/flow/constraint.sdc**
```tcl
current_design binary_compare

set clk_period 37.5
set clk_io_pct 0.2

create_clock -name clk0 -period $clk_period

set non_clock_inputs [all_inputs -no_clocks]
set_input_delay [expr $clk_period * $clk_io_pct] -clock clk0 $non_clock_inputs
set_output_delay [expr $clk_period * $clk_io_pct] -clock clk0 [all_outputs]
```
**design/flow/design.v**
```verilog
package csr_addr_pkg;
  localparam logic [31:0] CORE_SET_REG_ADDR               = 32'd0;
  localparam logic [ 4:0] CORE_SET_START_CORE_BIT_ADDR    = 5'd0;
  localparam logic [ 4:0] CORE_SET_BUSY_BIT_ADDR          = 5'd1;
  localparam logic [ 4:0] CORE_SET_SEQ_TEST_BIT_ADDR      = 5'd2;
  localparam logic [ 4:0] CORE_SET_IMA_MUX_BIT_ADDR       = 5'd3;
  localparam logic [ 4:0] CORE_SET_IMB_MUX_BIT_ADDR       = 5'd5;
  localparam logic [ 4:0] CORE_SET_CORE_CLR_BIT_ADDR      = 5'd6;
  localparam logic [ 4:0] CORE_SET_CORE_FIFO_CLR_BIT_ADDR = 5'd7;
  localparam logic [ 4:0] CORE_SET_CORE_REGS_CLR_BIT_ADDR = 5'd8;
  localparam logic [ 4:0] CORE_SET_CORE_DSLC_CLR_BIT_ADDR = 5'd9;
  localparam logic [31:0] AM_NUM_PREDICT_REG_ADDR         = 32'd1;
  localparam logic [31:0] AM_PREDICT_REG_ADDR             = 32'd2;
  localparam logic [ 4:0] AM_PREDICT_BIT_ADDR             = 5'd0;
  localparam logic [ 4:0] AM_PREDICT_VALID_BIT_ADDR       = 5'd8;
  localparam logic [31:0] INST_CTRL_REG_ADDR              = 32'd3;
  localparam logic [ 4:0] INST_CTRL_WRITE_MODE_BIT_ADDR   = 5'd0;
  localparam logic [ 4:0] INST_CTRL_DBG_MODE_BIT_ADDR     = 5'd1;
  localparam logic [ 4:0] INST_CTRL_INST_CLR_BIT_ADDR     = 5'd2;
  localparam logic [31:0] INST_WRITE_ADDR_REG_ADDR        = 32'd4;
  localparam logic [31:0] INST_WRITE_DATA_REG_ADDR        = 32'd5;
  localparam logic [31:0] INST_RDDBG_ADDR_REG_ADDR        = 32'd6;
  localparam logic [31:0] INST_PC_ADDR_REG_ADDR           = 32'd7;
  localparam logic [31:0] INST_INST_AT_ADDR_ADDR_REG_ADDR = 32'd8;
  localparam logic [31:0] INST_LOOP_CTRL_REG_ADDR         = 32'd9;
  localparam logic [ 4:0] INST_LOOP_CTRL_MODE_BIT_ADDR    = 5'd0;
  localparam logic [ 4:0] INST_LOOP_HDIM_SEL_BIT_ADDR     = 5'd3;
  localparam logic [ 4:0] INST_LOOP_CTRL_HVDIM_EXTEND_COUNT = 5'd5;
  localparam logic [31:0] INST_LOOP_JUMP_ADDR_REG_ADDR    = 32'd10;
  localparam logic [ 4:0] INST_LOOP_JUMP_ADDR1_BIT_ADDR   = 5'd0;
  localparam logic [ 4:0] INST_LOOP_JUMP_ADDR2_BIT_ADDR   = 5'd8;
  localparam logic [ 4:0] INST_LOOP_JUMP_ADDR3_BIT_ADDR   = 5'd16;
  localparam logic [31:0] INST_LOOP_END_ADDR_REG_ADDR     = 32'd11;
  localparam logic [ 4:0] INST_LOOP_END_ADDR1_BIT_ADDR    = 5'd0;
  localparam logic [ 4:0] INST_LOOP_END_ADDR2_BIT_ADDR    = 5'd8;
  localparam logic [ 4:0] INST_LOOP_END_ADDR3_BIT_ADDR    = 5'd16;
  localparam logic [31:0] INST_LOOP_COUNT1_REG_ADDR        = 32'd12;
  localparam logic [ 4:0] INST_LOOP_COUNT1_ADDR1_BIT_ADDR  = 5'd0;
  localparam logic [ 4:0] INST_LOOP_COUNT1_ADDR2_BIT_ADDR  = 5'd16;
  localparam logic [31:0] INST_LOOP_COUNT2_REG_ADDR        = 32'd13;
  localparam logic [ 4:0] INST_LOOP_COUNT2_ADDR1_BIT_ADDR  = 5'd0;
  localparam logic [ 4:0] INST_LOOP_COUNT2_ADDR2_BIT_ADDR  = 5'd16;
  localparam logic [31:0] DATA_SRC_CTRL_REG_ADDR          = 32'd14;
  localparam logic [ 4:0] DATA_SLICE_MODE_A_BIT_ADDR      = 5'd0;
  localparam logic [ 4:0] DATA_SLICE_MODE_B_BIT_ADDR      = 5'd2;
  localparam logic [ 4:0] DATA_SRC_SEL_BIT_ADDR           = 5'd4;
  localparam logic [31:0] DATA_SLICE_NUM_ELEM_A_REG_ADDR  = 32'd15;
  localparam logic [31:0] DATA_SLICE_NUM_ELEM_B_REG_ADDR  = 32'd16;
  localparam logic [31:0] DATA_SRC_AUTO_START_A_REG_ADDR  = 32'd17;
  localparam logic [31:0] DATA_SRC_AUTO_START_B_REG_ADDR  = 32'd18;
  localparam logic [31:0] DATA_SRC_AUTO_NUM_A_REG_ADDR    = 32'd19;
  localparam logic [31:0] DATA_SRC_AUTO_NUM_B_REG_ADDR    = 32'd20;
  localparam logic [31:0] OBSERVABLE_REG_DATA             = 32'd21;
endpackage
package hypercorex_inst_pkg;
  localparam logic [31:0] IMA_REG                 = 32'b??????????????????001_000_??_??_??_??;
  localparam logic [31:0] IMB_REG                 = 32'b??????????????????010_000_??_??_??_??;
  localparam logic [31:0] IMAB_BIND_REG           = 32'b??????????????????011_000_??_??_??_??;
  localparam logic [31:0] IMA_PERM_R_REG          = 32'b??????????????????100_000_??_??_??_??;
  localparam logic [31:0] IMA_PERM_L_REG          = 32'b??????????????????101_000_??_??_??_??;
  localparam logic [31:0] IMA_REGB_BIND_REG        = 32'b??????????????????001_001_??_??_??_??;
  localparam logic [31:0] IMB_REGA_BIND_REG        = 32'b??????????????????010_001_??_??_??_??;
  localparam logic [31:0] IMA_PERM_R_REGB_BIND_REG = 32'b??????????????????011_001_??_??_??_??;
  localparam logic [31:0] IMA_BUNDA               = 32'b?????????????????0001_010_??_??_??_??;
  localparam logic [31:0] IMA_BUNDB               = 32'b?????????????????0010_010_??_??_??_??;
  localparam logic [31:0] IMAB_BIND_BUNDA         = 32'b?????????????????0011_010_??_??_??_??;
  localparam logic [31:0] IMAB_BIND_BUNDB         = 32'b?????????????????0100_010_??_??_??_??;
  localparam logic [31:0] IMA_PERM_R_BUNDA        = 32'b?????????????????0101_010_??_??_??_??;
  localparam logic [31:0] IMA_PERM_R_BUNDB        = 32'b?????????????????0110_010_??_??_??_??;
  localparam logic [31:0] IMA_PERM_L_BUNDA        = 32'b?????????????????0111_010_??_??_??_??;
  localparam logic [31:0] IMA_PERM_L_BUNDB        = 32'b?????????????????1000_010_??_??_??_??;
  localparam logic [31:0] REGAB_BIND_REG          = 32'b??????????????????001_011_??_??_??_??;
  localparam logic [31:0] REGA_PERM_R_REG         = 32'b??????????????????010_011_??_??_??_??;
  localparam logic [31:0] REGA_PERM_L_REG         = 32'b??????????????????011_011_??_??_??_??;
  localparam logic [31:0] MV_REG                  = 32'b??????????????????100_011_??_??_??_??;
  localparam logic [31:0] REGAB_BIND_BUNDA        = 32'b????????????????00001_100_??_??_??_??;
  localparam logic [31:0] REGAB_BIND_BUNDB        = 32'b????????????????00010_100_??_??_??_??;
  localparam logic [31:0] REGA_PERM_R_BUNDA       = 32'b????????????????00011_100_??_??_??_??;
  localparam logic [31:0] REGA_PERM_R_BUNDB       = 32'b????????????????00100_100_??_??_??_??;
  localparam logic [31:0] REGA_PERM_L_BUNDA       = 32'b????????????????00101_100_??_??_??_??;
  localparam logic [31:0] REGA_PERM_L_BUNDB       = 32'b????????????????00110_100_??_??_??_??;
  localparam logic [31:0] REGA_BUNDA_BIND_REG     = 32'b????????????????00111_100_??_??_??_??;
  localparam logic [31:0] REGA_BUNDB_BIND_REG     = 32'b????????????????01000_100_??_??_??_??;
  localparam logic [31:0] BUNDA_PERM_R_REG        = 32'b????????????????01001_100_??_??_??_??;
  localparam logic [31:0] BUNDB_PERM_R_REG        = 32'b????????????????01010_100_??_??_??_??;
  localparam logic [31:0] BUNDA_PERM_L_REG        = 32'b????????????????01011_100_??_??_??_??;
  localparam logic [31:0] BUNDB_PERM_L_REG        = 32'b????????????????01100_100_??_??_??_??;
  localparam logic [31:0] MV_BUNDA_REG            = 32'b????????????????01101_100_??_??_??_??;
  localparam logic [31:0] MV_BUNDB_REG            = 32'b????????????????01110_100_??_??_??_??;
  localparam logic [31:0] MV_REG_BUNDA            = 32'b????????????????01111_100_??_??_??_??;
  localparam logic [31:0] MV_REG_BUNDB            = 32'b????????????????10000_100_??_??_??_??;
  localparam logic [31:0] MV_BUNDA_BUNDB          = 32'b?????????????????0001_101_??_??_??_??;
  localparam logic [31:0] MV_BUNDB_BUNDA          = 32'b?????????????????0010_101_??_??_??_??;
  localparam logic [31:0] CLR_BUNDA               = 32'b?????????????????0011_101_??_??_??_??;
  localparam logic [31:0] CLR_BUNDB               = 32'b?????????????????0100_101_??_??_??_??;
  localparam logic [31:0] MV_REG_QHV              = 32'b?????????????????0001_110_??_??_??_??;
  localparam logic [31:0] MV_BUNDA_QHV            = 32'b?????????????????0010_110_??_??_??_??;
  localparam logic [31:0] MV_BUNDB_QHV            = 32'b?????????????????0011_110_??_??_??_??;
  localparam logic [31:0] CLR_QHV                 = 32'b?????????????????0100_110_??_??_??_??;
  localparam logic [31:0] AM_SEARCH               = 32'b?????????????????0001_111_??_??_??_??;
  localparam logic [31:0] AM_LOAD                 = 32'b?????????????????0010_111_??_??_??_??;
endpackage
module binary_compare #(
    parameter int unsigned CompareRegsWidth = 16,
    parameter int unsigned NumCompareRegs   = 32,
    parameter int unsigned NumCompareWidth  = $clog2(NumCompareRegs)
)(
    input  logic [  NumCompareRegs-1:0][CompareRegsWidth-1:0] compare_regs ,
    output logic [CompareRegsWidth-1:0] min_value_o,
    output logic [ NumCompareWidth-1:0] min_index_o
);
    logic [NumCompareRegs/2-1:0] [CompareRegsWidth-1:0]  stage1_vals ;
    logic [NumCompareRegs/2-1:0] [ NumCompareWidth-1:0]  stage1_idxs ;
    logic [NumCompareRegs/4-1:0] [CompareRegsWidth-1:0]  stage2_vals ;
    logic [NumCompareRegs/4-1:0] [ NumCompareWidth-1:0]  stage2_idxs ;
    logic [NumCompareRegs/8-1:0] [CompareRegsWidth-1:0]  stage3_vals ;
    logic [NumCompareRegs/8-1:0] [ NumCompareWidth-1:0]  stage3_idxs ;
    logic [NumCompareRegs/16-1:0] [CompareRegsWidth-1:0] stage4_vals ;
    logic [NumCompareRegs/16-1:0] [ NumCompareWidth-1:0] stage4_idxs ;
    logic [CompareRegsWidth-1:0] stage5_val;
    logic [ NumCompareWidth-1:0] stage5_idx;
    genvar i;
    generate
        for (i = 0; i < NumCompareRegs/2; i++) begin : gen_compare_stage_1
            always_comb begin
                if (compare_regs[2*i] <= compare_regs[2*i+1]) begin
                    stage1_vals[i] = compare_regs[2*i];
                    stage1_idxs[i] = 2*i;
                end else begin
                    stage1_vals[i] = compare_regs[2*i+1];
                    stage1_idxs[i] = 2*i+1;
                end
            end
        end
    endgenerate
    generate
        for (i = 0; i < NumCompareRegs/4; i++) begin : gen_compare_stage_2
            always_comb begin
                if (stage1_vals[2*i] <= stage1_vals[2*i+1]) begin
                    stage2_vals[i] = stage1_vals[2*i];
                    stage2_idxs[i] = stage1_idxs[2*i];
                end else begin
                    stage2_vals[i] = stage1_vals[2*i+1];
                    stage2_idxs[i] = stage1_idxs[2*i+1];
                end
            end
        end
    endgenerate
    generate
        for (i = 0; i < NumCompareRegs/8; i++) begin : gen_compare_stage_3
            always_comb begin
                if (stage2_vals[2*i] <= stage2_vals[2*i+1]) begin
                    stage3_vals[i] = stage2_vals[2*i];
                    stage3_idxs[i] = stage2_idxs[2*i];
                end else begin
                    stage3_vals[i] = stage2_vals[2*i+1];
                    stage3_idxs[i] = stage2_idxs[2*i+1];
                end
            end
        end
    endgenerate
    generate
        for (i = 0; i < NumCompareRegs/16; i++) begin : gen_compare_stage_4
            always_comb begin
                if (stage3_vals[2*i] <= stage3_vals[2*i+1]) begin
                    stage4_vals[i] = stage3_vals[2*i];
                    stage4_idxs[i] = stage3_idxs[2*i];
                end else begin
                    stage4_vals[i] = stage3_vals[2*i+1];
                    stage4_idxs[i] = stage3_idxs[2*i+1];
                end
            end
        end
    endgenerate
    always_comb begin
        if (stage4_vals[0] <= stage4_vals[1]) begin
            stage5_val = stage4_vals[0];
            stage5_idx = stage4_idxs[0];
        end else begin
            stage5_val = stage4_vals[1];
            stage5_idx = stage4_idxs[1];
        end
    end
    assign min_value_o = stage5_val;
    assign min_index_o = stage5_idx;
endmodule
```
==> flow_summary.json <==
{
  "openroad.warnings": 32,
  "antenna_found_initial": 21,
  "largest_area_cell": "ha_1",
  "cp-end-kind": "output pin",
  "synth.most_common_cell": "ha_1",
  "crit_arrival_ns": 20.77,
  "setup_viol": 0,
  "chipArea_sq_mm": 0.112,
  "final_cells": 4367,
  "dr.pass1.iters": 5,
  "die_y_um": 334,
  "relSlewSlack_pct": 23.7,
  "yosys_area_sq_mm": 0.0193,
  "ys_types": 89,
  "hold_viol": 0,
  "common_cells": "496 x ha_1, 419 x inv_1, 263 x mux2i_1",
  "min_path_type": "input port to output pin",
  "overflow": 0,
  "maxCapViolations": 0,
  "ios": 533,
  "required_ns": 30.00,
  "dp.cells": 4362,
  "place_hpwl_mm": 86.8,
  "rsz0062_at_grt": "false",
  "max_freq_mhz": 35.4,
  "ant_nets": 0,
  "yosysSeqAreaShare_pct": 0,
  "initial_utilization_pct": 19.7,
  "path_max_fanout": 27,
  "grtUsageTotal_pct": 16.3,
  "cts_resized": 0,
  "drive_above_1_share_pct": 5.20,
  "seq_area_sq_um": 0,
  "total_power_w": 0.00176,
  "critPathMaxStageDelay_ns": 0.73,
  "vias": 21205,
  "fp.dieW_um": 334,
  "top_area_share_pct": 32.1,
  "fin_crit_ns": 28.27,
  "syn_area_per_cell_sq_um": 7.45,
  "critPathLaunchType": "input port",
  "postCtsSetupRepairBufs": 0,
  "crit_type": "input port to output pin",
  "finalClockPeriodUsage_pct": 75.4,
  "critPathSlowestCell": "nor2_1",
  "rows": 115,
  "powerDensity_mw_per_mm2": 67.4,
  "io_buffers": 533,
  "area_leaders": "ha_1 32%, mux2i_1 14%, inv_1 8.1%",
  "grt_pass1_vias": 20710,
  "grt_first_pass_wirelength_mm": 136,
  "totalNegativeSetupSlack_ns": 0,
  "synth_cells": 2591,
  "worst_pin_slew_ns": 1.14,
  "hold_slack_ns": 16.47,
  "wire_per_inst_um": 21.7,
  "ff_count": 0,
  "drv_slew": 0,
  "ir_drop_uv": 83.3,
  "p_leak_nw": 12.7,
  "syn_area_sq_mm": 0.0193,
  "path_common_cell": "ha_1",
  "area_growth_pct": 35.5,
  "gp_congestion": 0.981,
  "core_sq_mm": 0.0981,
  "drtIter0Drc": 1160,
  "yosysWarnings": 47,
  "status": "completed",
  "grt_max_degree": 33,
  "ctsHoldBuffers": 0,
  "fillCellCount": 10581,
  "viasPerCell": 4.86,
  "wl_mm": 94.6,
  "n_clock_buffer": 0,
  "ys_cells": 2591,
  "drc": 0
}
-- layout make-up --
cell class                 instances  area (sq um)  share of cell area (%)
antenna                            5          12.5                  0.0478
inverter                         419          1570                    6.01
multi-input combinational       2086         17300                    66.3
tap                             1287          1610                    6.16
timing repair buffer             570          5610                    21.5
-- cells by family after synthesis --
group | count (synthesis) | synth area share [%]
AOI/OAI and AO/OA | 702 | 24.1
and+or+nand+nor | 558 | 15.5
buffers and inverters | 505 | 10.5
adders and majority gates | 496 | 32.1
muxes | 330 | 17.7
-- path summary, 6_finish.rpt --
kind / from / end / slack (ns) / depth (start not counted)
hold / removal: compare_regs[445] / min_value_o[13] / 16.47 / 6
setup / recovery: compare_regs[30] / min_value_o[5] / 9.23 / 50
-- metal layers --
layer / vias up / wire (um) / global-route usage, % / share of wire, %
li1: 10655 / - / - / -
met1: 9767 / 40600 / 20.9 / 43
met2: 671 / 45300 / 28.4 / 48
met3: 84 / 7130 / 3.89 / 7.5
met4: 28 / 1300 / 1.80 / 1.4
met5: - / 181 / 0 / 0.19
-- critical path: cells and delay by family --
| family | cells | cell delay, ns |
|---|---|---|
| AND/OR/NAND/NOR | 19 | 4.94 |
| AND-OR/OR-AND | 16 | 3.88 |
| buffers and inverters | 9 | 2.47 |
| adder cells (fa/ha/maj) | 5 | 1.53 |
| multiplexers | 1 | 0.37 |
-- placed cells by master, fill, tap and decap left out, drive strengths merged, types with 12 or more instances in the layout --
cell type      Yosys  final
clkdlybuf4s50      0    533
ha               496    496
inv              419    419
mux2i            269    269
a21oi            220    220
o21ai            122    122
nor2             112    112
nand4            112    112
nand2            109    109
mux2              61     61
o22ai             55     55
nand3             51     51
a21o              50     50
buf               42     37
a221oi            35     35
nor2b             34     34
o211ai            28     28
and2              24     24
nor4              24     24
a211oi            24     24
a31oi             23     23
nor3              21     21
o21a              19     19
a311oi            18     18
nand2b            17     17
a22oi             13     13
o31ai             13     13
and4              12     12
-- per-stage QoR --
| stage | setup WS, ns | instance area [sq um] | util, % |
|---|---|---|---|
| final | 9.23 | 26200 | 26.7 |
| after global routing | 8.12 | 26200 | 26.6 |
| after CTS | 9.27 | 26100 | 26.6 |
| after detailed placement | 9.29 | 26100 | 26.6 |
| after global placement | 9.39 | 26100 | 26.6 |
| after floorplan | 12.45 | 19300 | - |
-- where the power goes --
part	leakage (nW)	internal (W)	total (W)	switching, W
registers	0	0	0	0
logic	12.7	0.000738	0.00176	0.00103
clock network	0.0000317	0.0000000000179	0.0000000000179	0
total	12.7	0.000738	0.00176	0.00103
No activity file was given, so power comes from the tool's default toggle rates.
