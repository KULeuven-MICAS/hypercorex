==> flow/design.v <==
package csr_addr_pkg;
  localparam logic [31:0] CORE_SET_REG_ADDR               = 32'd0;
  localparam logic [ 4:0] CORE_SET_START_CORE_BIT_ADDR    = 5'd0;
  localparam logic [ 4:0] CORE_SET_BUSY_BIT_ADDR          = 5'd1;
  localparam logic [ 4:0] CORE_SET_SEQ_TEST_BIT_ADDR      = 5'd2;
  localparam logic [ 4:0] CORE_SET_IMA_MUX_BIT_ADDR       = 5'd3;
  localparam logic [ 4:0] CORE_SET_IMB_MUX_BIT_ADDR       = 5'd5;
  localparam logic [ 4:0] CORE_SET_CORE_CLR_BIT_ADDR      = 5'd6;
  localparam logic [ 4:0] CORE_SET_CORE_FIFO_CLR_BIT_ADDR = 5'd7;
  localparam logic [ 4:0] CORE_SET_CORE_REGS_CLR_BIT_ADDR = 5'd8;
  localparam logic [ 4:0] CORE_SET_CORE_DSLC_CLR_BIT_ADDR = 5'd9;
  localparam logic [31:0] AM_NUM_PREDICT_REG_ADDR         = 32'd1;
  localparam logic [31:0] AM_PREDICT_REG_ADDR             = 32'd2;
  localparam logic [ 4:0] AM_PREDICT_BIT_ADDR             = 5'd0;
  localparam logic [ 4:0] AM_PREDICT_VALID_BIT_ADDR       = 5'd8;
  localparam logic [31:0] INST_CTRL_REG_ADDR              = 32'd3;
  localparam logic [ 4:0] INST_CTRL_WRITE_MODE_BIT_ADDR   = 5'd0;
  localparam logic [ 4:0] INST_CTRL_DBG_MODE_BIT_ADDR     = 5'd1;
  localparam logic [ 4:0] INST_CTRL_INST_CLR_BIT_ADDR     = 5'd2;
  localparam logic [31:0] INST_WRITE_ADDR_REG_ADDR        = 32'd4;
  localparam logic [31:0] INST_WRITE_DATA_REG_ADDR        = 32'd5;
  localparam logic [31:0] INST_RDDBG_ADDR_REG_ADDR        = 32'd6;
  localparam logic [31:0] INST_PC_ADDR_REG_ADDR           = 32'd7;
  localparam logic [31:0] INST_INST_AT_ADDR_ADDR_REG_ADDR = 32'd8;
  localparam logic [31:0] INST_LOOP_CTRL_REG_ADDR         = 32'd9;
  localparam logic [ 4:0] INST_LOOP_CTRL_MODE_BIT_ADDR    = 5'd0;
  localparam logic [ 4:0] INST_LOOP_HDIM_SEL_BIT_ADDR     = 5'd3;
  localparam logic [ 4:0] INST_LOOP_CTRL_HVDIM_EXTEND_COUNT = 5'd5;
  localparam logic [31:0] INST_LOOP_JUMP_ADDR_REG_ADDR    = 32'd10;
  localparam logic [ 4:0] INST_LOOP_JUMP_ADDR1_BIT_ADDR   = 5'd0;
  localparam logic [ 4:0] INST_LOOP_JUMP_ADDR2_BIT_ADDR   = 5'd8;
  localparam logic [ 4:0] INST_LOOP_JUMP_ADDR3_BIT_ADDR   = 5'd16;
  localparam logic [31:0] INST_LOOP_END_ADDR_REG_ADDR     = 32'd11;
  localparam logic [ 4:0] INST_LOOP_END_ADDR1_BIT_ADDR    = 5'd0;
  localparam logic [ 4:0] INST_LOOP_END_ADDR2_BIT_ADDR    = 5'd8;
  localparam logic [ 4:0] INST_LOOP_END_ADDR3_BIT_ADDR    = 5'd16;
  localparam logic [31:0] INST_LOOP_COUNT1_REG_ADDR        = 32'd12;
  localparam logic [ 4:0] INST_LOOP_COUNT1_ADDR1_BIT_ADDR  = 5'd0;
  localparam logic [ 4:0] INST_LOOP_COUNT1_ADDR2_BIT_ADDR  = 5'd16;
  localparam logic [31:0] INST_LOOP_COUNT2_REG_ADDR        = 32'd13;
  localparam logic [ 4:0] INST_LOOP_COUNT2_ADDR1_BIT_ADDR  = 5'd0;
  localparam logic [ 4:0] INST_LOOP_COUNT2_ADDR2_BIT_ADDR  = 5'd16;
  localparam logic [31:0] DATA_SRC_CTRL_REG_ADDR          = 32'd14;
  localparam logic [ 4:0] DATA_SLICE_MODE_A_BIT_ADDR      = 5'd0;
  localparam logic [ 4:0] DATA_SLICE_MODE_B_BIT_ADDR      = 5'd2;
  localparam logic [ 4:0] DATA_SRC_SEL_BIT_ADDR           = 5'd4;
  localparam logic [31:0] DATA_SLICE_NUM_ELEM_A_REG_ADDR  = 32'd15;
  localparam logic [31:0] DATA_SLICE_NUM_ELEM_B_REG_ADDR  = 32'd16;
  localparam logic [31:0] DATA_SRC_AUTO_START_A_REG_ADDR  = 32'd17;
  localparam logic [31:0] DATA_SRC_AUTO_START_B_REG_ADDR  = 32'd18;
  localparam logic [31:0] DATA_SRC_AUTO_NUM_A_REG_ADDR    = 32'd19;
  localparam logic [31:0] DATA_SRC_AUTO_NUM_B_REG_ADDR    = 32'd20;
  localparam logic [31:0] OBSERVABLE_REG_DATA             = 32'd21;
endpackage
package hypercorex_inst_pkg;
  localparam logic [31:0] IMA_REG                 = 32'b??????????????????001_000_??_??_??_??;
  localparam logic [31:0] IMB_REG                 = 32'b??????????????????010_000_??_??_??_??;
  localparam logic [31:0] IMAB_BIND_REG           = 32'b??????????????????011_000_??_??_??_??;
  localparam logic [31:0] IMA_PERM_R_REG          = 32'b??????????????????100_000_??_??_??_??;
  localparam logic [31:0] IMA_PERM_L_REG          = 32'b??????????????????101_000_??_??_??_??;
  localparam logic [31:0] IMA_REGB_BIND_REG        = 32'b??????????????????001_001_??_??_??_??;
  localparam logic [31:0] IMB_REGA_BIND_REG        = 32'b??????????????????010_001_??_??_??_??;
  localparam logic [31:0] IMA_PERM_R_REGB_BIND_REG = 32'b??????????????????011_001_??_??_??_??;
  localparam logic [31:0] IMA_BUNDA               = 32'b?????????????????0001_010_??_??_??_??;
  localparam logic [31:0] IMA_BUNDB               = 32'b?????????????????0010_010_??_??_??_??;
  localparam logic [31:0] IMAB_BIND_BUNDA         = 32'b?????????????????0011_010_??_??_??_??;
  localparam logic [31:0] IMAB_BIND_BUNDB         = 32'b?????????????????0100_010_??_??_??_??;
  localparam logic [31:0] IMA_PERM_R_BUNDA        = 32'b?????????????????0101_010_??_??_??_??;
  localparam logic [31:0] IMA_PERM_R_BUNDB        = 32'b?????????????????0110_010_??_??_??_??;
  localparam logic [31:0] IMA_PERM_L_BUNDA        = 32'b?????????????????0111_010_??_??_??_??;
  localparam logic [31:0] IMA_PERM_L_BUNDB        = 32'b?????????????????1000_010_??_??_??_??;
  localparam logic [31:0] REGAB_BIND_REG          = 32'b??????????????????001_011_??_??_??_??;
  localparam logic [31:0] REGA_PERM_R_REG         = 32'b??????????????????010_011_??_??_??_??;
  localparam logic [31:0] REGA_PERM_L_REG         = 32'b??????????????????011_011_??_??_??_??;
  localparam logic [31:0] MV_REG                  = 32'b??????????????????100_011_??_??_??_??;
  localparam logic [31:0] REGAB_BIND_BUNDA        = 32'b????????????????00001_100_??_??_??_??;
  localparam logic [31:0] REGAB_BIND_BUNDB        = 32'b????????????????00010_100_??_??_??_??;
  localparam logic [31:0] REGA_PERM_R_BUNDA       = 32'b????????????????00011_100_??_??_??_??;
  localparam logic [31:0] REGA_PERM_R_BUNDB       = 32'b????????????????00100_100_??_??_??_??;
  localparam logic [31:0] REGA_PERM_L_BUNDA       = 32'b????????????????00101_100_??_??_??_??;
  localparam logic [31:0] REGA_PERM_L_BUNDB       = 32'b????????????????00110_100_??_??_??_??;
  localparam logic [31:0] REGA_BUNDA_BIND_REG     = 32'b????????????????00111_100_??_??_??_??;
  localparam logic [31:0] REGA_BUNDB_BIND_REG     = 32'b????????????????01000_100_??_??_??_??;
  localparam logic [31:0] BUNDA_PERM_R_REG        = 32'b????????????????01001_100_??_??_??_??;
  localparam logic [31:0] BUNDB_PERM_R_REG        = 32'b????????????????01010_100_??_??_??_??;
  localparam logic [31:0] BUNDA_PERM_L_REG        = 32'b????????????????01011_100_??_??_??_??;
  localparam logic [31:0] BUNDB_PERM_L_REG        = 32'b????????????????01100_100_??_??_??_??;
  localparam logic [31:0] MV_BUNDA_REG            = 32'b????????????????01101_100_??_??_??_??;
  localparam logic [31:0] MV_BUNDB_REG            = 32'b????????????????01110_100_??_??_??_??;
  localparam logic [31:0] MV_REG_BUNDA            = 32'b????????????????01111_100_??_??_??_??;
  localparam logic [31:0] MV_REG_BUNDB            = 32'b????????????????10000_100_??_??_??_??;
  localparam logic [31:0] MV_BUNDA_BUNDB          = 32'b?????????????????0001_101_??_??_??_??;
  localparam logic [31:0] MV_BUNDB_BUNDA          = 32'b?????????????????0010_101_??_??_??_??;
  localparam logic [31:0] CLR_BUNDA               = 32'b?????????????????0011_101_??_??_??_??;
  localparam logic [31:0] CLR_BUNDB               = 32'b?????????????????0100_101_??_??_??_??;
  localparam logic [31:0] MV_REG_QHV              = 32'b?????????????????0001_110_??_??_??_??;
  localparam logic [31:0] MV_BUNDA_QHV            = 32'b?????????????????0010_110_??_??_??_??;
  localparam logic [31:0] MV_BUNDB_QHV            = 32'b?????????????????0011_110_??_??_??_??;
  localparam logic [31:0] CLR_QHV                 = 32'b?????????????????0100_110_??_??_??_??;
  localparam logic [31:0] AM_SEARCH               = 32'b?????????????????0001_111_??_??_??_??;
  localparam logic [31:0] AM_LOAD                 = 32'b?????????????????0010_111_??_??_??_??;
endpackage
module latch_memory #(
  parameter int unsigned NumWords  = 256,
  parameter int unsigned DataWidth = 32,
  parameter int unsigned AddrWidth = $clog2(NumWords)
)(
  input  logic                 clk_i,
  input  logic                 rst_ni,
  input  logic                 w_valid_i,
  output logic                 w_ready_o,
  input  logic                 w_en_i,
  input  logic [AddrWidth-1:0] w_addr_i,
  input  logic [DataWidth-1:0] w_data_i,
  input  logic                 r_req_valid_i,
  output logic                 r_req_ready_o,
  input  logic [AddrWidth-1:0] r_addr_i,
  output logic                 r_resp_valid_o,
  input  logic                 r_resp_ready_i,
  output logic [DataWidth-1:0] r_resp_data_o
);
  logic [DataWidth-1:0] memory [NumWords];
  logic [AddrWidth-1:0] captured_addr;
  logic [DataWidth-1:0] captured_w_data;
  logic                 captured_w_en;
  logic [NumWords-1:0] reg_word_w_en;
  typedef enum logic [1:0] {
    IDLE  = 2'b00,
    WRITE = 2'b01,
    CLEAR_WEN = 2'b10,
    CLEAR_CAPTURES = 2'b11
  } fsm_state_t;
  fsm_state_t ctrl_state;
  always_ff @(posedge clk_i or negedge rst_ni) begin
    if (!rst_ni) begin
      captured_addr   <= '0;
      captured_w_data <= '0;
      captured_w_en   <= 1'b0;
      for (int i = 0; i < NumWords; i++) begin
        reg_word_w_en[i] <= 1'b0;
      end
      w_ready_o         <= 1'b1;
      ctrl_state      <= IDLE;
      r_req_ready_o    <= 1'b1;
    end else begin
      case (ctrl_state)
        IDLE: begin
          if (w_valid_i) begin
            captured_addr   <= w_addr_i;
            captured_w_data <= w_data_i;
            captured_w_en   <= w_en_i;
            w_ready_o       <= 1'b0;  
            ctrl_state      <= WRITE;
            r_req_ready_o   <= 1'b0;
          end
        end
        WRITE: begin
          if (captured_w_en) begin
            reg_word_w_en[captured_addr] <= 1'b1;
          end
          ctrl_state <= CLEAR_WEN;
          r_req_ready_o    <= 1'b0;
        end
        CLEAR_WEN: begin
          reg_word_w_en[captured_addr] <= 1'b0;
          captured_w_en   <= 1'b0;
          ctrl_state      <= CLEAR_CAPTURES;
          r_req_ready_o   <= 1'b0;
        end
        CLEAR_CAPTURES: begin
          captured_addr   <= '0;
          captured_w_data <= '0;
          w_ready_o       <= 1'b1;
          r_req_ready_o   <= 1'b1;
          ctrl_state      <= IDLE;
        end
        default: begin
          captured_addr   <= '0;
          captured_w_data <= '0;
          captured_w_en   <= 1'b0;
          for (int i = 0; i < NumWords; i++) begin
            reg_word_w_en[i] <= 1'b0;
          end
          w_ready_o        <= 1'b1;
          ctrl_state       <= IDLE;
          r_req_ready_o    <= 1'b1;
        end
      endcase
    end
  end
  generate
    for (genvar i = 0; i < NumWords; i++) begin : gen_latch_words
      always_latch begin
        if (reg_word_w_en[i]) begin
          memory[i] = captured_w_data;
        end
      end
    end
  endgenerate
  always_ff @ (posedge clk_i or negedge rst_ni) begin
    if (!rst_ni) begin
      r_resp_valid_o <= 1'b0;
      r_resp_data_o       <= {DataWidth{1'b0}};
    end else begin
      if (r_req_valid_i) begin
        r_resp_valid_o <= 1'b1;  
        r_resp_data_o <= memory[r_addr_i];
      end else if (r_resp_valid_o && r_resp_ready_i) begin
        r_resp_valid_o <= 1'b0;  
        r_resp_data_o <= r_resp_data_o;
      end
    end
  end
endmodule
==> flow/run.sh <==
#!/bin/bash
# OpenROAD 26Q1-2900-gdf79404cd8, Yosys 0.63+post, stock flow scripts
make -C /OpenROAD-flow-scripts/flow DESIGN_CONFIG=/design/flow/config.mk WORK_HOME=/design/flow/orfs finish
==> flow/config.mk <==
export PLATFORM = sky130hd
export DESIGN_NAME = latch_memory
export DESIGN_NICKNAME = latch_memory
export VERILOG_FILES = /design/flow/design.v
export SDC_FILE = /design/flow/constraint.sdc
export NUM_CORES = 4
export LEC_CHECK = 1
export CORE_UTILIZATION = 50
==> flow/constraint.sdc <==
current_design latch_memory

set clk_period 10.8
set clk_io_pct 0.2

create_clock -name clk0 -period $clk_period [get_ports {clk_i}]

set non_clock_inputs [all_inputs -no_clocks]
set_input_delay [expr $clk_period * $clk_io_pct] -clock clk0 $non_clock_inputs
set_output_delay [expr $clk_period * $clk_io_pct] -clock clk0 [all_outputs]
==> out/notes.md <==
* **netlist area before placement** 188,000 um^2
* **last flow stage reached** 5_1_grt
* **library cells used by synthesis** 82
* **Root Buffer Master** clkbuf_16
* **Site Rows** 224
* **gr ovfl total** 23.2k
* **Yosys warning count** 48
* **register pins left without a clock** 8,192
* **buffers inserted during post-CTS setup optimization** 0
* **pre-CTS setup slack** 2.55 ns
* **Seq cells post-synth** 8,528
* **dominant synthesized flop cell** dlxtp_1
* **number of H-tree levels** 2
* **maximum clock insertion buffer count** 3
* **count of hold-fix buffers inserted at cts** 0
* **largest net degree at the start of global routing** 191
* **syn_area_per_cell** 10.9 um^2
* **instance tally after logic synthesis** 17.2k
* **library cell occupying the most area in the post-synthesis netlist** dlxtp_1
* **status** did not finish
* **Final HPWL DP** 1,220,000 um
* **Resized Gates After CTS** 0
* **library cell with the highest instance count after synthesis** dlxtp_1
* **overall die height** 615 um
* **area figure in the yosys stat output** 188,000 um^2
* **portion of synthesized cell area occupied by the leading cell type** 0.655
* **first-pass GRT wire length** 2,490,000 um
* **number of standard cells reported by yosys** 17.2k
* **number of enable flip-flop cells** 0
* **gp weighted congestion** 1.37
* **first error** [ERROR GRT-0116] Global routing finished with congestion. Check the congestion regions in the DRC Viewer.
* **FFs w/ async S/R, synth** 0.0394
* **Die Width** 615 um
* **total of buffers placed on input and output ports** 88
* **top cells by instance count after synthesis** dlxtp_1 (8,192), a22oi_1 (2,852), clkbuf_1 (798)
* **total placed instance area** 205,000 um^2
* **placed cell count** 22.6k
* **count of boundary I/O pins** 89
* **initial core utilization** 0.503
* **vias in the first global route** 217k
* **Inserted Clock Buffers** 43
* **Top area cell types** dlxtp_1 (65%), a22oi_1 (11%), dfrtp_1 (4.4%), a222oi_1 (1.7%), clkbuf_1 (1.6%)
* **endpoints left unconstrained** 8,192
* **GRT Overall Usage** 1.05
[metal layers]
layer  track usage  GRT overflow
met3          1.04          4773
met1          1.04          4741
met4          1.04          4062
met2          1.09          9069
met5         0.972           552
[through the flow]
step	total power, mW	util
floorplan	1.56	-
global placement	2.24	0.550
detailed placement	2.24	0.550
CTS	3.92	0.554
[logic make-up after synthesis]
logic type / Yosys count / synth area share
AOI/OAI and AO/OA: 5051 / 0.203
xor gates and xnor gates: 3 / 0.000140
adders and majority gates: 4 / 0.000266
buffers and inverters: 1207 / 0.0264
DFF: 336 / 0.0448
latches: 8192 / 0.655
muxes: 67 / 0.00361
and+or+nand+nor: 2330 / 0.0669
Power figures rest on the tool's default switching activity, not on a simulated workload.
